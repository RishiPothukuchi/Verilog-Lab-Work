`flow/design.v`:
```
module Lab7(A, B, F, Y, Overflow, Zero);
input [31:0] A, B;
input [2:0] F;
output reg [31:0] Y;
output Overflow, Zero;
wire [31:0] S, Bout;
assign Bout = F[2] ? ~B : B;
assign S = A + Bout + F[2];
always @ (*)
	case (F[1:0])
		2'b00: Y = A & Bout;
		2'b01: Y = A | Bout;
		2'b10: Y = S;
		2'b11: Y = S[31];
	endcase
assign Overflow = ((~F[2] && F[1] && ~F[0] && ((~A[31] && ~B[31] && S[31]) || (A[31] && B[31] && ~S[31])))
						||(F[2] && F[1] && ~F[0] && ((A[31] && ~B[31] && ~S[31]) || (~A[31] && B[31] && S[31]))));
assign Zero = (Y == 32'b0);
endmodule
```
`flow/run.sh`:
```
#!/bin/bash
# OpenROAD 26Q1-2900-gdf79404cd8, Yosys 0.63+post, stock flow scripts
make -C /OpenROAD-flow-scripts/flow DESIGN_CONFIG=/design/flow/config.mk WORK_HOME=/design/flow/orfs finish
```
`flow/config.mk`:
```
export PLATFORM = sky130hd
export DESIGN_NAME = Lab7
export DESIGN_NICKNAME = Lab7
export VERILOG_FILES = /design/flow/design.v
export SDC_FILE = /design/flow/constraint.sdc
export NUM_CORES = 4
export LEC_CHECK = 1
export CORE_UTILIZATION = 40
```
`flow/constraint.sdc`:
```
current_design Lab7

set clk_period 11.2
set clk_io_pct 0.2

create_clock -name clk0 -period $clk_period

set non_clock_inputs [all_inputs -no_clocks]
set_input_delay [expr $clk_period * $clk_io_pct] -clock clk0 $non_clock_inputs
set_output_delay [expr $clk_period * $clk_io_pct] -clock clk0 [all_outputs]
```
==> job_summary.md <==
### Flow metrics

| Metric | Value |
|---|---|
| Post-detailed-route count of antenna-violating nets | `0` |
| Vias in the first global route | `3335` |
| Final period util | `81.1%` |
| Max-cap violations | `0` |
| TNS Setup | `0 ns` |
| Flops | `0` |
| Synthesized area per cell | `7.00 um2` |
| DP Worst Slack | `2.14 ns` |
| Die height | `96.2 um` |
| Cell area after synthesis | `3550 um2` |
| Yosys warns | `1` |
| CP required | `8.96 ns` |
| CTS Hold Buffers Added | `0` |
| Cell area leaders | `ha_1 (23%), xor2_1 (12%), inv_1 (7.4%)` |
| Dpl hpwl | `8790 um` |
| Core footprint | `8380 um2` |
| Placed Cells | `694` |
| Most frequent cells in the layout | `clkdlybuf4s50_1 (100), inv_1 (70), ha_1 (64)` |
| Achievable Freq | `0.110 GHz` |
| GP Congestion | `0.938` |
| Global-route wire length before repair | `16800 um` |
| Cells in synth_stat.txt | `507` |
| Share of post-route cells with drive strength above 1 | `4.75%` |
| Worst Path Arrival | `6.84 ns` |
| GRT Util Overall | `23.5%` |
| Die Wd | `96.2 um` |
| Initial Util | `42.3%` |
| Post-synth top area share | `22.6%` |
| Clock buf count | `0` |
| Mapped Cells | `507` |
| PD cells | `66.3 nW/um2` |
| Max Slew Vio Count | `0` |
| Chip area in the Yosys report | `3550 um2` |
| Status | `finished, final reports clean` |
| Max VDD drop | `0.0000293 V` |
| Critical path class | `in2out` |
| # setup viols final | `0` |
| Pin count of the biggest net entering global routing | `30` |
| Die ar. | `9250 um2` |
| Synth Seq Share | `0%` |
| Top cell type by total area after synthesis | `ha_1` |
| FF+latch area | `0 um2` |
| Worst slew pin tran | `0.534 ns` |
| Tool Warnings | `64` |
| Tmin final | `9.08 ns` |
| Resize count post-CTS | `0` |
| DR DRC count | `0` |
| CP max FO | `6` |
| Initial antenna violation count | `0` |
| CP Capture Type | `output pin` |
| Detailed Route WL | `10900 um` |
| Post-CTS Setup Bufs | `0` |
| Ports | `101` |
| Number of inserted diodes | `0` |
| Worst hold path type | `in2out` |
| 1st-pass router iterations | `4` |
| Slack of the critical path | `2.12 ns` |
| Starting DRT DRC Count | `185` |
| Area delta synth->final | `29.9%` |
| Final core occ | `55.0%` |
| Drt wl/cell | `15.7 um` |
| Dominant logic cell type in the layout | `clkdlybuf4s50_1` |
| # rows | `33` |
| RSZ-0062 raised after global routing | `no` |
| Gr ovfl total | `0` |
| Total via count in the routed design | `3788` |
| Final cell count without fillers | `694` |
| Slew HR | `64.0%` |
| Cell variety after synth | `64` |
| Fin. Hold Viols | `0` |
| Vias per cell | `5.46` |
| Leakage | `0.00218 uW` |
| Type of origin of the critical path | `input pin` |
| I/O Buffers | `101` |
## critical path: stages
cell and delay (ns):
clkdlybuf4s50_1 0.55, mux2i_4 0.30, inv_1 0.08, fa_1 0.40, a21o_1 0.24, a221oi_4 0.33
a2bb2oi_2 0.37, o21ai_1 0.21, a211o_1 0.39, xnor2_1 0.17, o221ai_1 0.18, a2111oi_1 0.44
nand4b_1 0.21, nor4b_2 0.24, clkdlybuf4s50_1 0.50
## per-stage QoR
step                      hold slack [ns]  total power (uW)  area, um2
after floorplan                      4.65               193       3550
after global placement               5.63               304       4610
after detailed placement             5.63               303       4610
after CTS                            5.63               305       4610
after global routing                 5.68               337       4610
final                                5.63               305       4610
## synth_stat cells (all sizes together), types with 9 or more instances
cell,number
ha,64
nor3,9
xnor2,9
o221ai,9
nor2,36
mux2i,13
a21oi,37
clkbuf,11
nand2,32
buf,15
xor2,49
a21o,12
o21ai,31
inv,70
## cell families after synthesis
logic type | Yosys count | synth area share [%]
AND-OR/OR-AND | 147 | 29.1
buffers and inverters | 96 | 11.0
AND/OR/NAND/NOR | 127 | 18.1
adder cells (fa/ha/maj) | 65 | 23.1
multiplexers | 14 | 4.34
XOR/XNOR | 58 | 14.3
## worst paths after layout
| kind | start | end | slack, ns | cells after the start |
|---|---|---|---|---|
| setup / recovery | B[0] | Zero | 2.12 | 15 |
| hold / removal | A[31] | Overflow | 5.63 | 5 |
## power by group
part	total, uW	internal, uW	leakage [uW]	switching [uW]
Sequential	0	0	0	0
Combinational	305	146	0.00218	160
Clock	0	0	0	0
## layer usage
layer	GRT usage [%]	routed length, um	vias to the layer above
met5	0	0	-
met4	1.87	69	0
met3	1.20	707	5
met2	36.2	4690	127
met1	37.3	5470	1704
li1	-	-	1952
## area by class of cell
cell class,instances,area (um2)
timing repair buffer,108,1060
inverter,70,263
multi-input combinational,411,3160
fill,811,3770
tap,105,131
Power and IR drop assume default switching activity.
